`design/flow/design.v`:
```
`timescale 1ns / 1ps
module RC4(
    input wire clk,  
    input wire rst,  
    input wire [7:0] in,  
    output reg [7:0] out  
  );
  reg  mixing = 1, rec = 1;
  reg  [7:0] m [0:255];  
  reg  [7:0] k [0:255];  
  reg  [7:0] x, y, i, j, n;
  wire [7:0] X, Y, a, b, t;
  integer _;
  assign t = j + m[i] + k[i % n];
  assign X = x + 1;
  assign a = m[X];
  assign Y = y + a;
  assign b = m[Y];
  always @(posedge clk) begin  
    if (rst) begin  
      if (rec) begin  
        for (_ = 0; _ < 256; _ = _ + 1) begin
          m[_] = _;
        end
        x <= 0;
        y <= 0;
        i <= 0;
        j <= 0;
        mixing <= 1;
        out <= 0;
        k[0] <= in;  
        n <= 1;      
      end else begin
        k[n] <= in;  
        n <= n + 1;  
      end
      rec <= 0;
    end else begin  
      if (mixing) begin  
        m[i] <= m[t];
        m[t] <= m[i];
        i <= i + 1;
        j <= t;
        if (i == 255) begin
          mixing <= 0;  
        end
      end else begin  
        m[X] <= b;
        m[Y] <= a;
        out <= m[a + b] ^ in;
        x <= X;
        y <= Y;
      end
      rec <= 1;
    end
  end
endmodule
```
`design/flow/config.mk`:
```
export PLATFORM = sky130hd
export DESIGN_NAME = RC4
export DESIGN_NICKNAME = RC4
export VERILOG_FILES = /design/flow/design.v
export SDC_FILE = /design/flow/constraint.sdc
export NUM_CORES = 4
export LEC_CHECK = 1
export CORE_UTILIZATION = 30
```
`design/flow/constraint.sdc`:
```
current_design RC4

set clk_period 84.4
set clk_io_pct 0.2

create_clock -name clk0 -period $clk_period [get_ports {clk}]

set non_clock_inputs [all_inputs -no_clocks]
set_input_delay [expr $clk_period * $clk_io_pct] -clock clk0 $non_clock_inputs
set_output_delay [expr $clk_period * $clk_io_pct] -clock clk0 [all_outputs]
```
`design/flow/run.sh`:
```
#!/bin/bash
# OpenROAD 26Q1-2900-gdf79404cd8, Yosys 0.63+post, stock flow scripts
make -C /OpenROAD-flow-scripts/flow DESIGN_CONFIG=/design/flow/config.mk WORK_HOME=/design/flow/orfs finish
```
==> results.yml <==
# flow metrics
status:
  toolErrorMsg: "[ERROR GRT-0116] Global routing finished with congestion. Check the congestion regions in the DRC Viewer."
  lastStage: "5_1_grt"
  status: "stopped before the end"
global_routing:
  grt_pass1_vias: 451767
  grt_pass1_wl_um: 6990000
  track_usage_pct: 124
  grt_max_degree: 112
  grt_overflow: 226588
logic_synthesis:
  synth_seq_share_pct: 43.7
  top_cells_by_area: "edfxtp_1 (44%), nand2_1 (7.0%), a22oi_1 (5.5%)"
  edf_count: 4145
  top_area_cell: "edfxtp_1"
  synth-main-ff-cell: "edfxtp_1"
  yosys_cells: 32462
  synthCells: 32462
  synthTopCellsByCount: "nand2_1 (5278), edfxtp_1 (4145), nor2_1 (3358)"
  async_flop_share_pct: 0
  syn-cell-area_mm2: 0.285
  ys_warn_count: 2
  ys.flops: 4146
  ys_chip_area_mm2: 0.285
  ys_types: 115
  avgSynthCellArea_um2: 8.77
  synth.top_cell.area_share_pct: 43.7
  top_cell: "nand2_1"
clock_tree:
  cts-root-buf: "clkbuf_16"
  cts.sinks: 4146
  htree_levels: 5
  clockBufferDepth: 5
  cts_resized: 0
  post_cts_buffers: 0
  hold_buffers: 0
  cts_made_buffers: 485
die:
  die_x_um: 976
  io_pins: 18
  row_count: 357
  fp_util_pct: 30.1
  die_y_um: 976
place:
  dp_slack_ns: 55.33
  numPortBuffers: 17
  gp_congestion: 2.39
  hpwl_um: 4400000
[per-layer routing]
| layer | GRT overflow | GRT usage (%) |
|---|---|---|
| met5 | 1592 | 81.7 |
| met4 | 16257 | 102 |
| met3 | 23546 | 101 |
| met2 | 131382 | 162 |
| met1 | 53811 | 119 |
[cells by family after synthesis]
logic type	share of synthesized area, %
simple gates	18.5
compound gates	30.2
flops	43.7
buf+inv	4.64
mux	2.34
fa+ha+maj	0.381
xor+xnor	0.225
[stage by stage]
step	hold slack [ns]	cells	utilization [%]	area, µm²	power, mW
after floorplan	0.603	32462	-	285000	92.2
after global placement	0.723	48714	36.8	348000	206
after detailed placement	0.716	48747	36.8	348000	204
after CTS	0.727	49608	38.5	364000	207
No activity file was given, so power comes from the tool's default toggle rates.
